==> flow/design.v <==
module counter_dir #(
    parameter WIDTH = 8
)(
    input logic clk,  
    input logic rst,  
    input logic en,  
    output logic [WIDTH-1:0] count  
);
    always_ff @(posedge clk or posedge rst) begin
        if (rst)
            count <= {WIDTH{1'b0}};                
        else if (en)
            count <= count + {{WIDTH-1{1'b0}},1'b1};  
        else
            count <= count - {{WIDTH-1{1'b0}},1'b1};  
    end
endmodule
==> flow/run.sh <==
#!/bin/bash
# OpenROAD 26Q1-2900-gdf79404cd8, Yosys 0.63+post, stock flow scripts
make -C /OpenROAD-flow-scripts/flow DESIGN_CONFIG=/design/flow/config.mk WORK_HOME=/design/flow/orfs finish
==> flow/config.mk <==
export PLATFORM = sky130hd
export DESIGN_NAME = counter_dir
export DESIGN_NICKNAME = counter_dir
export VERILOG_FILES = /design/flow/design.v
export SDC_FILE = /design/flow/constraint.sdc
export NUM_CORES = 4
export LEC_CHECK = 1
export CORE_AREA = 10 10 70 70
export DIE_AREA = 0 0 80 80
==> flow/constraint.sdc <==
current_design counter_dir

set clk_period 2.8
set clk_io_pct 0.2

create_clock -name clk0 -period $clk_period [get_ports {clk}]

set non_clock_inputs [all_inputs -no_clocks]
set_input_delay [expr $clk_period * $clk_io_pct] -clock clk0 $non_clock_inputs
set_output_delay [expr $clk_period * $clk_io_pct] -clock clk0 [all_outputs]
==> impl_metrics.yaml <==
# physical design summary
route:
  vias: 363
  drtIter0Drc: 8
  post-route-drc-count: 0
  drt-vias-per-instance: 3.49
  wl_per_cell_um: 9.66
  antenna_violating_nets_post_route: 0
  first_pass_iters: 2
  detail_route.antenna_diodes: 0
  totalWireLength_um: 1010
hold_path:
  worstHoldPathType: "reg -> reg"
  worst_hold_end: "count[0]"
  worstHoldPathCells: 1
  hold_path.startpoint: "count[0]"
synthesis:
  synth-seq-area-share_pct: 41.2
  post_synth_instance_area_um2: 485
  postSynthCellCount: 45
  ys_types: 17
  netlist_top_cells_area: "sky130_fd_sc_hd__dfrtp_1 (41%), sky130_fd_sc_hd__ha_1 (15%), sky130_fd_sc_hd__xnor2_1 (9.0%)"
  syn_avg_cell_area_um2: 10.8
  synth-cells-yosys: 45
  synth-seq-cells: 8
  synth-warning-count: 1
  synth_area_leader_cell: "sky130_fd_sc_hd__dfrtp_1"
  synth_top_area_share_pct: 41.2
  ys_area_um2: 485
setup_path:
  timing.rr.end: "count[6]"
  crit_chain: "clkdlybuf4s50_1, inv_1, fa_1, a21oi_1, o211ai_1, a21oi_1, xnor2_1"
  cp_common_cell: "sky130_fd_sc_hd__a21oi_1"
  worst_r2r_startpoint: "count[0]"
  cell_at_the_slowest_stage_of_the_critical_path: "sky130_fd_sc_hd__clkdlybuf4s50_1"
  worst-r2r-cell-count: 5
  type_of_the_worst_setup_path: "in -> reg"
  crit_required_ps: 2970
  crit_arrival_ps: 2350
  reg2reg_setup_slack_ps: 1170
  worst-path-buf-inv: 2
  end_kind: "flop"
  worst_setup_path_start_kind: "input pin"
  worst_path_dominant_cell_family: "buffers and inverters"
  longest_individual_stage_delay_on_the_worst_path_ps: 500
  cp_max_fo: 7
floorplanning:
  chipHeight_um: 80
  placeableCoreArea_mm2: 0.00342
  rows: 21
  die.size.x_um: 80
  initCoreUtil_pct: 14.2
  ios: 11
  chip_area_mm2: 0.00640
clock_tree:
  post_cts_buffers: 0
  cts.root.buffer_cell: "sky130_fd_sc_hd__clkbuf_4"
  clkLatencyLatePin_ps: 250
  worst_setup_hold_path_clk_slew_ps: 50
  cts_made_buffers: 3
  postCtsHoldBufs: 0
  cts_resized: 0
  ctsHtreeMaxLevel: 1
  clock_tree.buffer_depth: 2
  clock-sinks: 8
  tritoncts: "built"
power:
  power_per_cell_area_mw_per_mm2: 1050
  pwr-share-comb_pct: 57.9
  power.share.switching_pct: 34.8
  power.clock.fraction_pct: 12.4
  p_seq_share_pct: 29.7
  power_leakage_uw: 0.000273
  ir_worst_vdd_mv: 0.175
  cell_internal_pwr_uw: 454
  total_switching_power_uw: 243
final_timing:
  tightest_slew_margin_relative_to_the_limit_pct: 79.0
  final_critical_path_setup_slack_ps: 620
  grt_setup_unrepaired: "no"
  timing.clock.skew_ps: 1.80
  fin_tns_setup_ps: 0
  maxSlewViolCount: 0
  timing.final.crit_share_pct: 77.9
  worst_slew_pin_slew_ps: 315
  hold_ws_ps: 551
  hold_violations: 0
  layout_min_cycle_time_ps: 2180
  max_freq_ghz: 0.459
  final-setup-viol-count: 0
grt:
  grt_use_total_pct: 3.55
  grt_antenna_before_repair: 0
  gr-max-usage-layer: "met2"
  met3_usage_pct: 1.36
  global_route_wire_length_before_repair_um: 1830
  gr-usage-met2_pct: 5.78
  grt_start_max_net_pins: 9
  grt-ovfl-total: 0
  met1_usage_pct: 4.21
  vias_in_the_first_global_route: 401
finish:
  layout_top_cells_excl_fill_tap: "sky130_fd_sc_hd__clkdlybuf4s50_1 (10), sky130_fd_sc_hd__dfrtp_1 (8), sky130_fd_sc_hd__ha_1 (6)"
  layout_top_registers: "count x8"
  area_growth_syn_to_layout_pct: 37.1
  ratio_of_cells_with_drive_above_1_in_the_final_layout_pct: 8.62
  registers.top_by_ff_count: "count"
  largest_reg_flops: 8
  layout.cells.most_common: "sky130_fd_sc_hd__clkdlybuf4s50_1"
  fillers: 377
placement:
  post-place-ws_ps: 348
  routability_congestion_estimate: 0.752
  portBuffers: 10
flow_run:
  drv_cap: 0
  stage_log_warnings: 25
outcome:
  status: "finished clean"
power by group through the flow:
stage / Combinational (uW) / Clock, uW / Sequential (uW)
CTS: 413 / 92.2 / 210
global route: 462 / 101 / 217
finish: 403 / 86.1 / 207
routing by layer:
layer | part of all wire, % | wire length, um | vias to the layer above
met5 | 0 | 0 | -
met4 | 1.4 | 14 | 0
met3 | 6.4 | 64 | 2
met2 | 51 | 508 | 4
met1 | 41 | 417 | 172
li1 | - | - | 185
cell type report:
| type | instances | area (um2) | share of cell area (%) |
|---|---|---|---|
| Multi-Input combinational cell | 33 | 270 | 40.6 |
| Inverter | 4 | 15.0 | 2.26 |
| Sequential cell | 8 | 200 | 30.1 |
| Timing Repair Buffer | 10 | 100 | 15.0 |
| Clock buffer | 3 | 22.5 | 3.38 |
| Tap cell | 46 | 57.6 | 8.65 |
Yosys cell counts:
cell type                  number
sky130_fd_sc_hd__dfrtp_1        8
sky130_fd_sc_hd__ha_1           6
sky130_fd_sc_hd__a21oi_1        5
sky130_fd_sc_hd__xnor2_1        5
sky130_fd_sc_hd__inv_1          4
sky130_fd_sc_hd__nand2_1        3
sky130_fd_sc_hd__nor2_1         3
sky130_fd_sc_hd__o21ai_0        2
sky130_fd_sc_hd__a211oi_1       1
sky130_fd_sc_hd__a211oi_2       1
sky130_fd_sc_hd__a21o_1         1
sky130_fd_sc_hd__a41oi_2        1
sky130_fd_sc_hd__fa_1           1
sky130_fd_sc_hd__nor2b_1        1
sky130_fd_sc_hd__o211ai_1       1
sky130_fd_sc_hd__o21bai_1       1
sky130_fd_sc_hd__xor2_1         1
stage by stage:
| stage | instances | utilization, % | area (um2) | total power (uW) |
|---|---|---|---|---|
| after CTS | 104 | 19.5 | 666 | 715 |
| after detailed placement | 101 | 18.8 | 643 | 624 |
| after global placement | 101 | 18.8 | 643 | 615 |
| after floorplan | 45 | - | 485 | 458 |
| final | 104 | 19.5 | 666 | 697 |
| after global routing | 104 | 19.5 | 666 | 779 |
how the worst max path moves through the flow:
stage | endpoint | cells after the start | from
4_1_cts | count[6] | 7 | en
5_1_grt | count[6] | 7 | en
6_report | count[6] | 7 | en
worst register-to-register path: stages, from the launching register on:
cell and delay, ps:
sky130_fd_sc_hd__dfrtp_1 440, sky130_fd_sc_hd__fa_1 440, sky130_fd_sc_hd__a21oi_1 210, sky130_fd_sc_hd__o211ai_1 130, sky130_fd_sc_hd__a21oi_1 200, sky130_fd_sc_hd__xnor2_1 140
cells by family after synthesis:
family	after synthesis	synth area share [%]
AND-OR/OR-AND	13	19.3
buffers and inverters	4	3.09
flip-flops	8	41.2
XOR/XNOR	6	10.8
AND/OR/NAND/NOR	7	5.93
adder cells (fa/ha/maj)	7	19.6
Power figures rest on the tool's default switching activity, not on a simulated workload.
