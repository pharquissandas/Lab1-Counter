[flow/run.sh]
#!/bin/bash
# OpenROAD 26Q1-2900-gdf79404cd8, Yosys 0.63+post, stock flow scripts
make -C /OpenROAD-flow-scripts/flow DESIGN_CONFIG=/design/flow/config.mk WORK_HOME=/design/flow/orfs finish
[flow/design.v]
module counter_async #(
    parameter WIDTH = 8              
)(
    input  logic clk,                
    input  logic rst,                
    input  logic en,                 
    output logic [WIDTH-1:0] count   
);
    always_ff @(posedge clk or posedge rst) begin
        if (rst)
            count <= {WIDTH{1'b0}};                  
        else
            count <= count + {{WIDTH-1{1'b0}}, en};  
    end
endmodule
[flow/config.mk]
export PLATFORM = sky130hd
export DESIGN_NAME = counter_async
export DESIGN_NICKNAME = counter_async
export VERILOG_FILES = /design/flow/design.v
export SDC_FILE = /design/flow/constraint.sdc
export NUM_CORES = 4
export LEC_CHECK = 1
export CORE_AREA = 10 10 70 70
export DIE_AREA = 0 0 80 80
[flow/constraint.sdc]
current_design counter_async

set clk_period 1.8
set clk_io_pct 0.2

create_clock -name clk0 -period $clk_period [get_ports {clk}]

set non_clock_inputs [all_inputs -no_clocks]
set_input_delay [expr $clk_period * $clk_io_pct] -clock clk0 $non_clock_inputs
set_output_delay [expr $clk_period * $clk_io_pct] -clock clk0 [all_outputs]
==> run summary <==
vertical die dimension: 80 um
Top reg by flops: count
floorplan-stage core utilization: 0.0963
placed cell count: 81
number of gates on the worst path with buffers counted: 1
Vias: 232
clk ins delay skew pair: 0.25 ns
detail-routed net length per standard cell: 8.58 um
Setup TNS Final: 0 ns
data arrival at the endpoint of the critical path: 1.19 ns
vias per inst: 2.76
clock period minus final worst setup slack: 1.55 ns
max FFs per register: 8
H-tree lvl count: 1
number of global-route vias before repair: 235
worst-case headroom to the max-slew limit: 0.796
maximum number of pins on one net before global-route repair: 9
Yosys reg bits: 8
number of maximum-capacitance violations: 0
Cell Rows: 21
tool warnings: 25
peak per-stage delay on the critical path: 0.50 ns
first-iteration detailed-routing DRC count: 16
status: finished, final reports clean
clock slew at reported path FFs: 0.05 ns
series of cell instances along the critical path: clkdlybuf4s50_1
clock tree sinks: 8
transition time at the pin with the least slew margin: 0.306 ns
overall routed net length: 721 um
I/O pin count: 11
dominant logic cell type in the layout: sky130_fd_sc_hd__clkdlybuf4s50_1
worst min-delay path category: in2async
Synth Area per Inst: 13.2 um^2
Crit Path Class: reg2out
layout-stage area growth over the synthesis result: 54.8%
Max Clk Rate: 645 MHz
largest fanout of any net on the critical path: 5
chip area: 6400 um^2
horizontal die size: 80 um
end-of-flow core utilization: 0.149
part of the cycle the worst path needs: 0.861
layout cells sized above 1: 0.132
leakage power figure: 0.214 nW
number of gates resized after CTS: 0
setup repair after global routing missed its margin: false
FF-to-FF path depth: 4
non-filler instance count after layout: 84
required time worst endpoint: 1.44 ns
antenna diode instance count: 0
number of endpoints failing setup at the final stage: 0
clock tree from TritonCTS: yes
root cell of the clock tree: sky130_fd_sc_hd__clkbuf_4
post-CTS setup repair buffer count: 0
kind of start point of the critical path: register
Yosys warning total: 1
power density relative to cell area: 1400 nW/um^2
remaining global-route overflow: 0
count of endpoints failing hold in the final timing report: 0
Max Transition Viols Final: 0
sequential cell area fraction in the yosys report: 0.608
cell area after layout: 509 um^2
count of buffers from port buffering: 10
global placer's final weighted congestion: 0.665
capturing element type of the critical path: output port
remaining number of nets flagged by the antenna check after routing: 0
total standard cell area after synthesis: 329 um^2
registers with the most flip-flops: count x8
core area: 3420 um^2
CP delay by family, top: buffers and inverters
Bufs on Longest Clock Path: 2
slowest stage cell, crit path: sky130_fd_sc_hd__clkdlybuf4s50_1
antenna violations before repair: 0
number of distinct standard cells referenced by the synthesized netlist: 11
yosys cell count: 25
area post-placement: 487 um^2
Syn Inst Count: 25
worst clock skew: 0.00418 ns
worst vdd ir: 684 uV
clock buffers created by TritonCTS: 3
area figure in the yosys stat output: 329 um^2
wire length of the first global-routing pass: 1.21 mm
worst path buffer plus inverter count: 1
commonest non-fill, non-tap cells in the layout: sky130_fd_sc_hd__clkdlybuf4s50_1 (10), sky130_fd_sc_hd__dfrtp_1 (8), sky130_fd_sc_hd__xor2_1 (3), sky130_fd_sc_hd__xnor2_1 (3), sky130_fd_sc_hd__clkbuf_4 (3)
count of TritonRoute iterations in the first routing pass: 2
DRC violation count after routing: 0
total routing usage reported by global routing: 0.0245
Hold Buf Count CTS: 0
-- cell families after synthesis --
kind of cell | count (synthesis) | share of synthesized area
xor+xnor | 6 | 0.160
flops | 8 | 0.608
simple gates | 8 | 0.145
buf+inv | 1 | 0.0114
fa+ha+maj | 2 | 0.0760
-- cells in the mapped netlist --
cell	n	area share
sky130_fd_sc_hd__nand3_2	1	0.030
sky130_fd_sc_hd__nand3_1	2	0.030
sky130_fd_sc_hd__xor2_1	3	0.080
sky130_fd_sc_hd__dfrtp_1	8	0.61
sky130_fd_sc_hd__nor2_1	1	0.011
sky130_fd_sc_hd__inv_1	1	0.011
sky130_fd_sc_hd__and3_1	1	0.019
sky130_fd_sc_hd__ha_1	2	0.076
sky130_fd_sc_hd__xnor2_1	3	0.080
sky130_fd_sc_hd__nand2_1	2	0.023
sky130_fd_sc_hd__nor3_2	1	0.030
-- final timing paths --
check,startpoint,endpoint,slack (ns)
worst min-delay path,rst,count[2],0.36
worst min register to register,count[7],count[7],0.48
worst max-delay path,count[2],count[2],0.25
max in group asynchronous,rst,count[4],1.21
worst max register to register,count[0],count[6],0.65
min in group clk0,count[7],count[7],0.48
-- per-layer routing --
layer  track usage  wire [um]  vias up
li1              -          -      108
met2        0.0273        227       11
met1        0.0332        381      111
met3        0.0216        107        2
met4       0.00528          4        0
met5             0          0        -
-- worst register-to-register path, delay by kind of cell, from the launching register on --
family / cells / cell delay [ns]
DFF: 1 / 0.35
xor gates and xnor gates: 1 / 0.14
and+or+nand+nor: 1 / 0.12
adders and majority gates: 2 / 0.43
-- per-stage QoR --
| step | hold slack, ns | worst slack [ns] | power (W) |
|---|---|---|---|
| finish | 0.360 | 0.251 | 0.000714 |
| global placement | 0.461 | 0.202 | 0.000582 |
| floorplan | 0.176 | 0.745 | 0.000401 |
| CTS | 0.359 | 0.229 | 0.000732 |
| detailed placement | 0.470 | 0.181 | 0.000590 |
| global route | 0.375 | 0.167 | 0.000782 |
-- power by group --
group / total, W / internal [W] / switching [W]
clock network: 0.000134 / 0.0000761 / 0.0000579
registers: 0.000341 / 0.000256 / 0.0000852
logic: 0.000239 / 0.000175 / 0.0000639
total: 0.000714 / 0.000507 / 0.000207
-- cell type report --
| class | count | area [um^2] |
|---|---|---|
| multi-input cells | 16 | 125 |
| inverters | 1 | 3.75 |
| fillers | 388 | 2910 |
| clock buffers | 3 | 22.5 |
| well taps | 46 | 57.6 |
| flip-flops and latches | 8 | 200 |
| repair buffers | 10 | 100 |
Power is estimated from default activity; no workload was simulated.
